<file path="flow/run.sh">
#!/bin/bash
# OpenROAD 26Q1-2900-gdf79404cd8, Yosys 0.63+post, stock flow scripts
make -C /OpenROAD-flow-scripts/flow DESIGN_CONFIG=/design/flow/config.mk WORK_HOME=/design/flow/orfs finish
</file>
<file path="flow/config.mk">
export PLATFORM = sky130hd
export DESIGN_NAME = timer_axi_slave_v1_0
export DESIGN_NICKNAME = timer_axi_slave_v1_0
export VERILOG_FILES = /design/flow/design.v
export SDC_FILE = /design/flow/constraint.sdc
export NUM_CORES = 4
export LEC_CHECK = 1
export CORE_UTILIZATION = 50
</file>
<file path="flow/constraint.sdc">
current_design timer_axi_slave_v1_0

set clk_period 30.6
set clk_io_pct 0.2

create_clock -name clk0 -period $clk_period [get_ports {s00_axi_aclk}]

set non_clock_inputs [all_inputs -no_clocks]
set_input_delay [expr $clk_period * $clk_io_pct] -clock clk0 $non_clock_inputs
set_output_delay [expr $clk_period * $clk_io_pct] -clock clk0 [all_outputs]
</file>
<file path="flow/design.v">
`timescale 1ns / 1ps
module timer(
    input  wire clk,
    input  wire rst,
    input  wire [63:0] cmp_value,
    input  wire start_timer,
    input  wire timer_en,
    input  wire interrupt_en,
    input  wire auto_reload,
    output wire done,
    output wire irq,
    output wire [63:0] counter
);
wire count;
timer_dp datapath(
    .clk(clk),
    .rst(rst),
    .count(count),
    .cmp_value(cmp_value),
    .done(done),
    .counter(counter)
);
timer_cu control_unit(
    .clk(clk),
    .rst(rst),
    .start(start_timer),   
    .timer_en(timer_en),
    .int_en(interrupt_en),  
    .done(done),    
    .auto_reload(auto_reload),
    .irq(irq),
    .count(count)
);
endmodule
`timescale 1 ns / 1 ps
module timer_axi_slave_v1_0 #(
    parameter integer C_S00_AXI_DATA_WIDTH	= 32,
    parameter integer C_S00_AXI_ADDR_WIDTH	= 5
)(
    output wire timer_irq,
    input  wire s00_axi_aclk,
    input  wire s00_axi_aresetn,
    input  wire [C_S00_AXI_ADDR_WIDTH-1 : 0] s00_axi_awaddr,
    input  wire [2 : 0] s00_axi_awprot,
    input  wire s00_axi_awvalid,
    output wire s00_axi_awready,
    input  wire [C_S00_AXI_DATA_WIDTH-1 : 0] s00_axi_wdata,
    input  wire [(C_S00_AXI_DATA_WIDTH/8)-1 : 0] s00_axi_wstrb,
    input  wire s00_axi_wvalid,
    output wire s00_axi_wready,
    output wire [1 : 0] s00_axi_bresp,
    output wire s00_axi_bvalid,
    input  wire s00_axi_bready,
    input  wire [C_S00_AXI_ADDR_WIDTH-1 : 0] s00_axi_araddr,
    input  wire [2 : 0] s00_axi_arprot,
    input  wire s00_axi_arvalid,
    output wire s00_axi_arready,
    output wire [C_S00_AXI_DATA_WIDTH-1 : 0] s00_axi_rdata,
    output wire [1 : 0] s00_axi_rresp,
    output wire s00_axi_rvalid,
    input  wire s00_axi_rready
);
timer_axi_slave_v1_0_S00_AXI #( 
    .C_S_AXI_DATA_WIDTH(C_S00_AXI_DATA_WIDTH),
    .C_S_AXI_ADDR_WIDTH(C_S00_AXI_ADDR_WIDTH)
) timer_axi_inst (
    .S_AXI_ACLK(s00_axi_aclk),
    .S_AXI_ARESETN(s00_axi_aresetn),
    .S_AXI_AWADDR(s00_axi_awaddr),
    .S_AXI_AWPROT(s00_axi_awprot),
    .S_AXI_AWVALID(s00_axi_awvalid),
    .S_AXI_AWREADY(s00_axi_awready),
    .S_AXI_WDATA(s00_axi_wdata),
    .S_AXI_WSTRB(s00_axi_wstrb),
    .S_AXI_WVALID(s00_axi_wvalid),
    .S_AXI_WREADY(s00_axi_wready),
    .S_AXI_BRESP(s00_axi_bresp),
    .S_AXI_BVALID(s00_axi_bvalid),
    .S_AXI_BREADY(s00_axi_bready),
    .S_AXI_ARADDR(s00_axi_araddr),
    .S_AXI_ARPROT(s00_axi_arprot),
    .S_AXI_ARVALID(s00_axi_arvalid),
    .S_AXI_ARREADY(s00_axi_arready),
    .S_AXI_RDATA(s00_axi_rdata),
    .S_AXI_RRESP(s00_axi_rresp),
    .S_AXI_RVALID(s00_axi_rvalid),
    .S_AXI_RREADY(s00_axi_rready),
    .timer_irq(timer_irq)
);
endmodule
`timescale 1 ns / 1 ps
module timer_axi_slave_v1_0_S00_AXI #(
    parameter integer C_S_AXI_DATA_WIDTH = 32,
    parameter integer C_S_AXI_ADDR_WIDTH = 5,
    parameter [0:0]	OPT_LOWPOWER   = 1'b0,
    parameter	    ADDRLSB        = $clog2(C_S_AXI_DATA_WIDTH)-3
)(
    output  wire timer_irq,
    input	wire S_AXI_ACLK,
    input	wire S_AXI_ARESETN,
    input	wire S_AXI_AWVALID,
    output	wire S_AXI_AWREADY,
    input	wire [C_S_AXI_ADDR_WIDTH-1:0] S_AXI_AWADDR,
    input	wire [2:0] S_AXI_AWPROT,
    input	wire S_AXI_WVALID,
    output	wire S_AXI_WREADY,
    input	wire [C_S_AXI_DATA_WIDTH-1:0] S_AXI_WDATA,
    input	wire [C_S_AXI_DATA_WIDTH/8-1:0] S_AXI_WSTRB,
    output	wire S_AXI_BVALID,
    input	wire S_AXI_BREADY,
    output	wire [1:0] S_AXI_BRESP,
    input	wire S_AXI_ARVALID,
    output	wire S_AXI_ARREADY,
    input	wire [C_S_AXI_ADDR_WIDTH-1:0] S_AXI_ARADDR,
    input	wire [2:0] S_AXI_ARPROT,
    output	wire S_AXI_RVALID,
    input	wire S_AXI_RREADY,
    output	wire [C_S_AXI_DATA_WIDTH-1:0] S_AXI_RDATA,
    output	wire [1:0] S_AXI_RRESP
);
wire [C_S_AXI_ADDR_WIDTH-ADDRLSB-1:0] awskd_addr;
wire [C_S_AXI_DATA_WIDTH-1:0]	      wskd_data;
wire [C_S_AXI_DATA_WIDTH/8-1:0]	      wskd_strb;
wire [C_S_AXI_ADDR_WIDTH-ADDRLSB-1:0] arskd_addr;
reg	 [C_S_AXI_DATA_WIDTH-1:0]	      axil_read_data = 0;
wire axil_write_ready;
wire axil_read_ready;
reg	 axil_bvalid     = 1'b0;
reg	 axil_read_valid = 1'b0;
reg	 [31:0]	timer_conf_reg    = 1'b0;
reg	 [31:0]	timer_cmp_high    = 1'b0;
reg	 [31:0]	timer_cmp_low     = 1'b0;
wire [63:0] counter;
wire [31:0]	timer_value_high  = counter[63:32];
wire [31:0]	timer_value_low   = counter[31:0];
reg overflow                  = 1'b0;
wire done;
wire [31:0] timer_conf_wire   = {timer_conf_reg[31:28], overflow, 27'd0};
wire [31:0]	wskd_timer_conf_reg;
wire [31:0]	wskd_timer_cmp_high;
wire [31:0]	wskd_timer_cmp_low;
reg axil_awready = 1'b0;
always @(posedge S_AXI_ACLK) begin
    if(!S_AXI_ARESETN) begin
        axil_awready <= 1'b0;
    end
    else begin
        axil_awready <= !axil_awready && (S_AXI_AWVALID && S_AXI_WVALID) && (!S_AXI_BVALID || S_AXI_BREADY);
    end
end
assign S_AXI_AWREADY    = axil_awready;
assign S_AXI_WREADY     = axil_awready;
assign awskd_addr       = S_AXI_AWADDR[C_S_AXI_ADDR_WIDTH-1:ADDRLSB];
assign wskd_data        = S_AXI_WDATA;
assign wskd_strb        = S_AXI_WSTRB;
assign axil_write_ready = axil_awready;
always @(posedge S_AXI_ACLK) begin
    if (!S_AXI_ARESETN) begin
        axil_bvalid <= 1'b0;
    end
    else if (axil_write_ready) begin
        axil_bvalid <= 1'b1;
    end
    else if (S_AXI_BREADY) begin
        axil_bvalid <= 1'b0;
    end
end
assign S_AXI_BVALID = axil_bvalid;
assign S_AXI_BRESP  = 2'b00;
reg	axil_arready;
always @(*) begin
    axil_arready = !S_AXI_RVALID;
end
assign arskd_addr      = S_AXI_ARADDR[C_S_AXI_ADDR_WIDTH-1:ADDRLSB];
assign S_AXI_ARREADY   = axil_arready;
assign axil_read_ready = (S_AXI_ARVALID && S_AXI_ARREADY);
always @(posedge S_AXI_ACLK) begin
    if (!S_AXI_ARESETN) begin
        axil_read_valid <= 1'b0;
    end
    else if (axil_read_ready) begin
        axil_read_valid <= 1'b1;
    end
    else if (S_AXI_RREADY) begin
        axil_read_valid <= 1'b0;
    end
end
assign S_AXI_RVALID = axil_read_valid;
assign S_AXI_RDATA  = axil_read_data;
assign S_AXI_RRESP  = 2'b00;
assign wskd_timer_conf_reg   = apply_wstrb(timer_conf_reg, wskd_data, wskd_strb);
assign wskd_timer_cmp_high   = apply_wstrb(timer_cmp_high, wskd_data, wskd_strb);
assign wskd_timer_cmp_low    = apply_wstrb(timer_cmp_low, wskd_data, wskd_strb);
always @(posedge S_AXI_ACLK) begin
    if(!S_AXI_ARESETN) begin
        timer_conf_reg   <= 32'd0;
        timer_cmp_high   <= 32'd0;
        timer_cmp_low    <= 32'd0;
    end 
    else begin
        if(done & ~timer_conf_reg[29]) begin
            overflow <= 1'b1;
        end
        if(axil_write_ready) begin
            case(awskd_addr)
                3'h0: begin
                    timer_conf_reg   <= wskd_timer_conf_reg;
                    if(wskd_timer_conf_reg[27] == 1'b0) begin
                        overflow <= 1'b0;
                    end
                end
                3'h3: timer_cmp_high   <= wskd_timer_cmp_high;
                3'h4: timer_cmp_low    <= wskd_timer_cmp_low;
            endcase
        end
        else begin
            timer_conf_reg[31] <= 1'b0;
        end
    end
end
always @(posedge S_AXI_ACLK) begin
    if (OPT_LOWPOWER && !S_AXI_ARESETN) begin
        axil_read_data <= 0;
    end
    else if (!S_AXI_RVALID || S_AXI_RREADY) begin
        case(arskd_addr)
            3'h0: axil_read_data <= timer_conf_wire;
            3'h1: axil_read_data <= timer_value_high;
            3'h2: axil_read_data <= timer_value_low;
            3'h3: axil_read_data <= timer_cmp_high;
            3'h4: axil_read_data <= timer_cmp_low;
        endcase
        if (OPT_LOWPOWER && !axil_read_ready) begin
            axil_read_data <= 0;
        end
    end
end
function  [C_S_AXI_DATA_WIDTH-1:0]	 apply_wstrb;
    input [C_S_AXI_DATA_WIDTH-1:0]   prior_data;
    input [C_S_AXI_DATA_WIDTH-1:0]   new_data;
    input [C_S_AXI_DATA_WIDTH/8-1:0] wstrb;
    integer	k;
    for(k = 0; k < C_S_AXI_DATA_WIDTH/8; k = k + 1) begin
        apply_wstrb[k*8 +: 8] = wstrb[k] ? new_data[k*8 +: 8] : prior_data[k*8 +: 8];
    end
endfunction
timer uut(
    .clk(S_AXI_ACLK), 
    .rst(S_AXI_ARESETN), 
    .cmp_value({timer_cmp_high, timer_cmp_low}),
    .start_timer(timer_conf_reg[31]),
    .timer_en(timer_conf_reg[30]),
    .interrupt_en(timer_conf_reg[29]),
    .auto_reload(timer_conf_reg[28]),
    .done(done),
    .irq(timer_irq),
    .counter(counter)
);
endmodule
`timescale 1ns / 1ps
module timer_cu(
    input  wire clk,
    input  wire rst,
    input  wire start,    
    input  wire timer_en,
    input  wire int_en,   
    input  wire done,     
    input  wire auto_reload,
    output reg irq,
    output reg count
);
localparam [3:0]  STATE_IDLE  = 4'd0,
                  STATE_COUNT = 4'd1,
                  STATE_STOP  = 4'd2;
wire [3:0] next_state;
reg  [3:0] state   = 4'b0;
reg  activate_int  = 1'b0;
reg  [3:0] clk_cnt = 4'd0;
initial irq        = 1'b0;
assign next_state = (state == STATE_IDLE & start)         ? STATE_COUNT :
                    (state == STATE_IDLE & ~start)        ? STATE_IDLE : 
                    (state == STATE_COUNT & done)         ? STATE_STOP :
                    (state == STATE_COUNT & ~done)        ? STATE_COUNT :
                    (state == STATE_STOP & auto_reload)   ? STATE_COUNT :
                    (state == STATE_STOP & ~auto_reload)  ? STATE_IDLE : STATE_IDLE;
always@(posedge clk) begin
    if(!rst || !timer_en) begin
        state <= STATE_IDLE;
    end 
    else begin
        state <= next_state;
    end
end
always@(posedge clk) begin 
    if(activate_int) begin
        irq      = 1'b1;
        clk_cnt <= 4'd0;
    end
    if(irq) begin
        clk_cnt <= clk_cnt + 1;
        if(clk_cnt == 4'd15) begin
            clk_cnt <= 4'd0;
            irq      = 1'b0;
        end
    end
end
always@(*) begin 
    case(state)
            STATE_IDLE: begin
                count        = 1'b0;
                activate_int = 1'b0;
            end
            STATE_COUNT: begin
                count        = 1'b1;
                activate_int = 1'b0;
            end
            STATE_STOP: begin
                if(auto_reload) begin
                    count = 1'b1;
                end
                else begin
                    count = 1'b0;
                end
                if(int_en) begin
                    activate_int = 1'b1;
                end 
                else begin
                    activate_int = 1'b0;
                end
            end
            default: begin
                count        = 1'b0;
                activate_int = 1'b0;
            end
    endcase
end
endmodule
`timescale 1ns / 1ps
module timer_dp(
    input  wire clk,
    input  wire rst,
    input  wire count,
    input  reg  [63:0] cmp_value,
    output reg  done,
    output wire [63:0] counter
);
reg [63:0] counter_reg = 64'd0;
assign counter = counter_reg;
always@(posedge clk) begin 
    if(!rst) begin
        done        = 1'b0;
        counter_reg = 64'd0;
    end 
    else begin
        if(count) begin
            counter_reg <= counter + 1;
        end
        if(counter == cmp_value - 1) begin
            done         = 1'b1;
            counter_reg <= 64'd0;
        end 
        else begin
            done = 1'b0;
        end
    end
end
endmodule
</file>
==> GITHUB_STEP_SUMMARY <==
## PnR job results

| Metric | Value |
|---|---|
| Final hold violations | `0` |
| Clock skew | `11.3 ps` |
| Initial antenna violation count | `0` |
| Fillers | `1752` |
| Clock edge transition at the registers on the reported setup and hold paths | `70 ps` |
| Post-Syn Area | `10200 sq um` |
| Core Rows | `51` |
| Sequential area share after synthesis | `38.4%` |
| Vias per cell | `5.94` |
| R2r startpoint | `timer_axi_inst.timer_cmp_low[0]` |
| Post-CTS Hold Fix Bufs | `0` |
| Max clock buf depth | `2` |
| Final max-slew violation count | `0` |
| EDFF count, synth | `37` |
| Max Clock Freq | `128 MHz` |
| Maximum VDD drop | `0.0379 mV` |
| Port Buf Inserts | `86` |
| Vias in the first global route | `8089` |
| Worst-path cell chain | `clkdlybuf4s50_1, o21ai_0, o21a_2, buf_4` |
| Synth Register Bits | `177` |
| Worst Path Max Fanout | `18` |
| Overflow after GRT | `0` |
| First-pass DRT Iterations | `5` |
| Worst path slowest cell | `clkdlybuf4s50_1` |
| Pint | `0.000371 W` |
| Core area | `19700 sq um` |
| Slowest cell delay on critical path | `530 ps` |
| Switching Fraction | `26.3%` |
| Ys async rst share | `0%` |
| Most frequent cell after synthesis | `nand2_1` |
| Yosys Instances | `1217` |
| Worst hold path cell count | `2` |
| TritonCTS sink count | `177` |
| Logic area | `5850 sq um` |
| Power Density | `42.8 nW/um^2` |
| Slew @ Worst Pin | `902 ps` |
| Worst setup path endpoint | `timer_axi_inst.axil_read_data[16]` |
| Post-layout util | `59.7%` |
| Ratio of cells with drive above 1 in the final layout | `10.6%` |
| Placer Congestion | `0.949` |
| Worst-Skew Late Latency | `430 ps` |
| Sequential cell fraction of total power | `48.2%` |
| First-pass GRT wire length | `48300 microns` |
| CP Launch Point | `s00_axi_araddr[3]` |
| WL/cell | `20.4 microns` |
| Top cells by count | `nand2_1 (164), dfxtp_1 (140), nand3_1 (109)` |
| CTS tree | `built` |
| Num CTS Buffers | `17` |
| Yosys top cell by area | `dfxtp_1` |
| Post-DP HPWL | `23400 microns` |
| Post-synthesis area per instance | `8.37 sq um` |
| Cells after Synth | `1217` |
| Antenna-violating nets left | `0` |
| Yosys warning tally | `3` |
| Leak Pwr | `4.33 nW` |
| R2r endpoint | `timer_axi_inst.uut.datapath.counter_reg[44]` |
| Synth-to-Final Area Change | `15.6%` |
| Pin count of the biggest net entering global routing | `39` |
| Yosys top cell area share | `27.5%` |
| Reg2reg path depth | `12` |
| Top-level port count | `101` |
| GR Util All Layers | `32.4%` |
| Max Cap Viol | `0` |
| Tmin final | `7810 ps` |
| Setup Buffers After CTS | `0` |
| Relative slew slack | `39.3%` |
| Cell Type Count | `68` |
| DIE HEIGHT | `145 microns` |
| Detailed Route WL | `31400 microns` |
| Signal arrival time at the worst endpoint | `7910 ps` |
| Tool Warnings | `38` |
| Most used flip-flop cell | `dfxtp_1` |
| DR iter-0 viols | `909` |
| Via count | `9170` |
| Max reg flops | `64` |
| FF-to-FF setup slack | `25640 ps` |
| DRC viols | `0` |
| Resized Gates After CTS | `0` |
| FP Util | `51.7%` |
| Crit share post-route | `25.5%` |
| Post-Route Setup TNS | `0 ps` |
| Req. time, crit path | `30710 ps` |
| Crit start category | `input port` |
| Top cells by area | `dfxtp_1 (28%), edfxtp_1 (11%), xnor2_1 (6.8%)` |
| Setup CP Type | `in2reg` |
| Sw power | `0.000133 W` |
| YS chip area | `10200 sq um` |
| Combinational Power Share | `8.6%` |
| Chip area | `20900 sq um` |
| Clock Tree Root | `clkbuf_16` |
| Hold crit path type | `reg2reg` |
| Maximum level of the CTS H-tree | `4` |
| Critical path capture point type | `register` |
| Die W | `145 microns` |
| Reg area | `3910 sq um` |
| Final setup vio count | `0` |
| Status | `finished clean` |
| Unrepaired setup endpoints after global routing | `false` |
| Clk pwr share | `43.1%` |
==> through the flow <==
stage                     power, W  std cells  hold WS, ps  setup WS, ps  area, sq um
after global routing      0.000520       1542          479         22710        11800
after global placement    0.000291       1510          445         22350        11200
after floorplan           0.000271       1220          436         23080        10200
after CTS                 0.000507       1542          460         22780        11800
after detailed placement  0.000291       1510          449         22340        11200
final                     0.000503       1543          461         22790        11800
==> worst max-delay path, delay by kind of cell <==
family / cells / cell delay (ps)
AND-OR/OR-AND: 2 / 850
buffers and inverters: 2 / 920
==> cell type report <==
type / count / area share (%)
diodes: 1 / 0.0213
clock buffers: 17 / 3.61
clock inverters: 15 / 1.39
inverters: 20 / 0.638
well taps: 265 / 2.82
multi-input cells: 942 / 49.7
repair buffers: 106 / 8.59
flip-flops and latches: 177 / 33.2
==> layer usage <==
metal	routed length (microns)	part of all wire (%)	vias to the layer above	global-route usage (%)
met3	2760	8.8	35	8.04
met4	541	1.7	0	5.21
met5	0	0	-	0
met2	13900	44	350	47.3
li1	-	-	4435	-
met1	14200	45	4350	50.6
==> power groups by stage <==
stage     Sequential, W  Clock, W  Combinational, W
6_report       0.000243  0.000217         0.0000435
4_1_cts        0.000243  0.000220         0.0000434
5_1_grt        0.000243  0.000230         0.0000470
==> cell families (layout without fill, tap and decap cells) <==
| kind of cell | count (synthesis) | after routing | share of synthesized area, % |
|---|---|---|---|
| flops | 177 | 177 | 38.4 |
| compound gates | 200 | 200 | 12.9 |
| buf+inv | 101 | 158 | 4.47 |
| mux | 4 | 4 | 0.405 |
| simple gates | 572 | 572 | 29.6 |
| other cells | 1 | 5 | 0.0368 |
| xor+xnor | 156 | 156 | 13.4 |
| fa+ha+maj | 6 | 6 | 0.737 |
==> placed cells by master, fill, tap and decap left out, drive strengths merged, types with 16 or more instances in the layout <==
master         synthesis  routed
a21oi                 80      80
a22oi                 65      65
and3                  17      17
buf                   22      20
clkbuf                59      17
clkdlybuf4s50          0      86
dfxtp                140     140
edfxtp                37      37
inv                   20      28
nand2                164     164
nand3                109     109
nand4                 20      20
nor2                 110     110
nor3                  32      32
nor4                  37      37
or3                   21      21
or4                   16      16
xnor2                 79      79
xor2                  77      77
==> how the worst min path moves through the flow <==
stage,start,endpoint,slack [ps]
final,timer_axi_inst.timer_conf_reg[27],timer_axi_inst.timer_conf_reg[27],460
after global routing,timer_axi_inst.timer_conf_reg[27],timer_axi_inst.timer_conf_reg[27],480
after CTS,timer_axi_inst.timer_conf_reg[27],timer_axi_inst.timer_conf_reg[27],460
Power is estimated from default activity; no workload was simulated.
